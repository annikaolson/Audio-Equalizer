[design/flow/run.sh]
#!/bin/bash
# OpenROAD 26Q1-2900-gdf79404cd8, Yosys 0.63+post, stock flow scripts
make -C /OpenROAD-flow-scripts/flow DESIGN_CONFIG=/design/flow/config.mk WORK_HOME=/design/flow/orfs finish
[design/flow/config.mk]
export PLATFORM = sky130hd
export DESIGN_NAME = I2S_Serf
export DESIGN_NICKNAME = I2S_Serf
export VERILOG_FILES = /design/flow/design.v
export SDC_FILE = /design/flow/constraint.sdc
export NUM_CORES = 4
export LEC_CHECK = 1
export CORE_UTILIZATION = 30
[design/flow/constraint.sdc]
current_design I2S_Serf

set clk_period 4.1
set clk_io_pct 0.2

create_clock -name clk0 -period $clk_period [get_ports {clk}]

set non_clock_inputs [all_inputs -no_clocks]
set_input_delay [expr $clk_period * $clk_io_pct] -clock clk0 $non_clock_inputs
set_output_delay [expr $clk_period * $clk_io_pct] -clock clk0 [all_outputs]
[design/flow/design.v]
module I2S_Serf(clk, rst_n, I2S_sclk, I2S_ws, I2S_data, lft_chnnl, rght_chnnl, vld);
input clk, rst_n;
input I2S_sclk, I2S_ws, I2S_data;
output [23:0] lft_chnnl, rght_chnnl;
output logic vld;
logic [4:0] bit_cntr;
logic eq22, eq23, eq24;
logic [47:0] shft_reg;
logic sclk_rise, clr_cnt;
logic sclk_q1, sclk_q2, sclk_q3;
logic ws_q1, ws_q2, ws_q3;
always_ff @(posedge clk, negedge rst_n) begin
  if (!rst_n)
    bit_cntr <= 5'b00000;
  else if (clr_cnt)
    bit_cntr <= 5'b00000;
  else if (sclk_rise)
    bit_cntr <= bit_cntr + 1;
end
assign eq22 = (bit_cntr == 5'b10110);	 
assign eq23 = (bit_cntr == 5'b10111);	 
assign eq24 = (bit_cntr == 5'b11000);	 
always_ff @(posedge clk, negedge rst_n) begin
  if (!rst_n)
    shft_reg <= 48'h000000000000;
  else if (sclk_rise)
    shft_reg <= {shft_reg[46:0],I2S_data};
end
assign lft_chnnl = shft_reg[47:24];
assign rght_chnnl = shft_reg[23:0];
always_ff @(posedge clk, negedge rst_n) begin
  if (!rst_n) begin
    sclk_q1 <= 1'b0;
    sclk_q2 <= 1'b0;
    sclk_q3 <= 1'b0;
  end
  else begin
    sclk_q1 <= I2S_sclk;
    sclk_q2 <= sclk_q1;
    sclk_q3 <= sclk_q2;
  end
end
assign sclk_rise = sclk_q2 & ~sclk_q3;
always_ff @(posedge clk, negedge rst_n) begin
  if (!rst_n) begin
    ws_q1 <= 1'b0;
    ws_q2 <= 1'b0;
    ws_q3 <= 1'b0;
  end
  else begin
    ws_q1 <= I2S_ws;
    ws_q2 <= ws_q1;
    ws_q3 <= ws_q2;
  end
end
assign ws_fall = ~ws_q2 & ws_q3;
typedef enum reg [1:0] {IDLE, WAIT, LFT, RGHT} state_t;
state_t state,nxt_state;
always_ff @(posedge clk, negedge rst_n) begin
  if (!rst_n)
    state <= IDLE;
  else
    state <= nxt_state;
end
always_comb begin
nxt_state = state;
clr_cnt = 1'b0;
vld = 1'b0;
  case (state)
    default : begin	 
	if (ws_fall) begin
	  nxt_state = WAIT;
	end
    end
    WAIT : begin	 
	if (sclk_rise) begin
	  clr_cnt = 1'b1;
	  nxt_state = LFT;
	end
    end
    LFT : begin		 
	if (eq24) begin
	  clr_cnt = 1'b1;
	  nxt_state = RGHT;
	end
    end
    RGHT : begin	 
	if (eq22 && !I2S_ws) begin
	  nxt_state = IDLE;
	end
	else if (eq23 && I2S_ws && sclk_rise) begin
	  nxt_state = IDLE;
	end
	else if (eq24) begin
	  vld = 1'b1;
	  clr_cnt = 1'b1;
	  nxt_state = LFT;
	end
    end
  endcase
end
endmodule
==> results.txt <==
run results: Comb area around 830 um^2, Die H around 93 um, Final min period approximately 2.7 ns, CTS tree yes, Tool Warnings 27, die width just over 90 um, Mapped Cells about 270, critical path class flop to output port, Synth flops between 60 and 70, final setup TNS 0 ns, # hold bufs at CTS 0, largest net degree at the start of global routing between 50 and 60, Critical-path top delay cell clkdlybuf4s50_1, Synth cell types 30, Setup crit start kind flop, area grow syn2layout 32.6%, Lkg Pwr roughly 1.7 nW, DIE AREA 8720 um^2, fin crit share 66.2%, Insertion Delay late pin 0.33 ns, VDD IR max 0.214 mV, FP Core Util approximately a third, First DRT Iteration DRCs approximately 55, Slew Viols, Final 0, RSZ-0062 raised after global routing false, Rows 32, Max Clk Rate 368 MHz, slowest cell delay on critical path 0.45 ns, post-synth area from yosys stat between 2000 and 3000 um^2, routed vias between 1500 and 2000, initial antenna violation count 0, max FFs per register about 48, CP bufs+invs 2, Hold Vio Cnt, Final 0, Fill cells 764, final setup violation count 0, Core Region between 7000 and 8000 um^2, Avg WL per Cell about 12 um, postcts setup bufs 0, vias per cell between 4 and 5, MaxCap Viol Count 0, number of global-route vias before repair 1831, 1st-pass router iterations 4, Setup crit end kind output port, status finished, final reports clean, antenna-violating nets left 0, DRC Markers 0, Fin Clk Skew 0.00668 ns, CP required 3.28 ns, hold crit path type flop to flop, Worst Tran Pin Value 0.617 ns, Slew headroom 58.9%, Routed WL approximately 5000 um, cts repair resizes 0, layout cell share with drive strength beyond 1 7.74%, yosys cell count 266, crit path DAT 1.89 ns, first-pass GRT wire length between 8000 and 9000 um, # IOs 54, WL met1 2430 um, GPL Wtd Cong 0.768, PortBufs about 53, DP HPWL 2950 um, grt ovf 0, clk slew on worst S/H paths about 0.070 ns, antenna cells 0, clock sinks ~63, met3 routed WL just under 300 um, pwr/cell area between 400 and 500 nW/um^2, Post-Layout Cell Count ~430, TritonCTS buffer count 9, crit-path leading delay family buffers and inverters, register area between 1500 and 2000 um^2, YS warnings 2, cell area after synthesis 2510 um^2, Seq share, synth a little over three fifths, Placed Cells slightly above 400, Highest Signal Layer met4, worst-path cell chain inv_1 > ha_1 > and4b_1 > and2_1 > clkdlybuf4s50_1, Longest Clk Path Bufs 2, CP max FO 6, Syn Area/Cell 9.42 um^2, CTS root buffer clkbuf_8, Met2 Wirelength ~2200 um, H-tree Lvls 3, final core utilization 42.1%, total track usage a little over an eighth
==> cell usage in the layout, fill, tap and decap left out, drive strengths merged, types with 3 or more instances in the layout <==
master         netlist  final
dfrtp               62     62
o21ai                5      5
clkdlybuf4s50        0     52
nor2                 4      4
ha                   3      3
clkbuf               4     11
a21oi                5      5
buf                 10      3
nand2              150    150
inv                  3      3
==> cells by family (layout without fill, tap and decap cells) <==
kind of cell / count (synthesis) / count (layout) / share of synthesized area (%)
compound gates: 15 / 15 / 3.99
fa+ha+maj: 3 / 3 / 1.50
buf+inv: 17 / 74 / 4.04
flops: 63 / 63 / 63.0
simple gates: 168 / 168 / 27.5
==> metrics by stage <==
step	area, um^2	setup WS, ns	total power, mW	hold WS (ns)
6_report	3320	1.39	1.55	0.349
2_1_floorplan	2510	2.29	0.848	0.331
5_1_grt	3320	1.26	1.64	0.373
3_3_place_gp	3090	1.82	0.942	0.338
3_5_place_dp	3090	1.78	0.946	0.335
4_1_cts	3320	1.36	1.57	0.351
==> metal layers <==
metal	global-route usage, %	vias up
li1	-	937
met1	20.6	894
met2	18.9	44
met3	4.14	5
met4	1.41	0
met5	0	-
==> layout make-up <==
class,count,area share (%)
sequential,63,47.5
clock buffer,11,4.56
timing repair buffer,55,16.3
clock inverter,5,2.41
multi-input combinational,186,25.1
tap,102,3.84
inverter,3,0.339
==> synth_stat cells <==
master	instances	area [um^2]
buf_8	1	15.0
a2111oi_2	1	15.0
o21ai_1	2	10.0
ha_1	3	37.5
a21oi_1	4	20.0
clkbuf_1	4	15.0
or3_1	1	6.26
nand3b_1	2	15.0
and4b_1	1	10.0
nand4b_1	1	8.76
or4_1	2	15.0
nand3_1	2	10.0
a31oi_1	2	12.5
dfstp_2	1	26.3
inv_1	3	11.3
nand2_1	150	563
a221o_1	1	10.0
buf_4	1	7.51
o21ai_0	3	15.0
a21oi_2	1	8.76
a22o_1	1	8.76
nand2b_1	1	6.26
nor2_1	4	15.0
buf_6	2	22.5
and2_1	1	6.26
nor2b_1	1	6.26
dfrtp_1	62	1550
nand2b_4	1	13.8
or4b_4	1	13.8
buf_2	6	30.0
==> where the power goes <==
group	leakage, nW	internal, mW	switching, mW
registers	0.841	0.685	0.0675
logic	0.704	0.104	0.0760
clock network	0.112	0.374	0.241
total	1.66	1.16	0.384
==> worst paths after layout <==
kind | cells after the start | from | slack (ns) | end
setup / recovery | 5 | bit_cntr[0] | 1.39 | vld
hold / removal | 0 | sclk_q1 | 0.35 | sclk_q2
setup reg to reg | 3 | sclk_q3 | 2.41 | bit_cntr[2]
hold reg to reg | 0 | sclk_q1 | 0.35 | sclk_q2
max in group asynchronous | 2 | rst_n | 2.70 | shft_reg[42]
min in group asynchronous | 1 | rst_n | 0.50 | state[3]
No activity file was given, so power comes from the tool's default toggle rates.
