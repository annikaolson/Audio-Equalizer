**flow/design.v**
```verilog
module A2D_intf(clk, rst_n, strt_cnv, cnv_cmplt, chnnl, res, SS_n, SCLK, MOSI, MISO);
input clk, rst_n, strt_cnv;
input logic MISO;
output reg cnv_cmplt;
output reg SS_n, SCLK, MOSI;
input [2:0]chnnl;
output [11:0]res;
logic snd;
logic [15:0]cmd;
logic done;	 
logic [15:0]resp;	 
SPI_mnrch SPI_transaction(.clk(clk), .rst_n(rst_n), .MISO(MISO), .snd(snd), .cmd(cmd), .SS_n(SS_n), .SCLK(SCLK), .MOSI(MOSI), .done(done), .resp(resp));
assign cmd = {2'b00,chnnl,11'h000};
logic set_cnv_cmplt;
assign res = resp[11:0];
typedef enum reg [1:0] {IDLE, CHNNL_CNV, WAITCLK, DONE} state_t;
state_t state, nxt_state;
always_ff @(posedge clk, negedge rst_n) begin
  if (!rst_n)
    state <= IDLE;
  else
    state <= nxt_state;
end
always_comb begin
nxt_state = state;
snd = 1'b0;
set_cnv_cmplt = 1'b0;
  case(state)
    default : if (strt_cnv) begin
	    snd = 1'b1;
	    nxt_state = CHNNL_CNV;
	  end
    CHNNL_CNV : if (done) begin
	     nxt_state = WAITCLK;
	   end
    WAITCLK : begin
	     snd = 1'b1;
	     nxt_state = DONE;
           end
    DONE : if (done) begin
	    set_cnv_cmplt = 1'b1;
	    nxt_state = IDLE;
          end
  endcase
end
always_ff @(posedge clk, negedge rst_n) begin
  if (!rst_n)
    cnv_cmplt <= 1'b0;
  else if (strt_cnv)
    cnv_cmplt <= 1'b0;
  else if (set_cnv_cmplt)
    cnv_cmplt <= 1'b1;
end
endmodule
module SPI_mnrch(clk, rst_n, MISO, snd, cmd, SS_n, SCLK, MOSI, done, resp);
input clk, rst_n, snd, MISO;
input [15:0]cmd;
output reg done, SS_n, SCLK, MOSI;
output [15:0]resp;
logic [4:0]bit_cntr;
logic done16;
logic [4:0]SCLK_div;
logic [15:0]shft_reg;
logic init, ld_SCLK, shft, full, set_done;
always_ff @(posedge clk, negedge rst_n) begin
  if (!rst_n)
    bit_cntr <= 5'b00000;
  else if (init)
    bit_cntr <= 5'b00000;
  else if (shft)
    bit_cntr <= bit_cntr + 1;
end
assign done16 = bit_cntr[4];
always_ff @(posedge clk, negedge rst_n) begin
  if (!rst_n)
    SCLK_div <=  5'b00000;
  else if (ld_SCLK)
    SCLK_div <= 5'b10111;
  else
    SCLK_div <= SCLK_div + 1;
end
assign SCLK = SCLK_div[4];
assign full = &SCLK_div;
assign shft = SCLK_div == 5'b10001;
always_ff @(posedge clk, negedge rst_n) begin
  if (!rst_n)
    shft_reg <= 16'h0000;
  else if (init)
    shft_reg <= cmd;
  else if (shft)
    shft_reg <= {shft_reg[14:0], MISO};
end
assign MOSI = shft_reg[15]; 
assign resp = shft_reg;     
typedef enum reg [1:0] {IDLE, SHIFT, DONE} state_t;
state_t state, nxt_state;
always_ff @(posedge clk, negedge rst_n) begin
  if (!rst_n)
	state <= IDLE;
  else
	state <= nxt_state;
end
always_comb begin
  nxt_state = IDLE;
  init = 1'b0;
  ld_SCLK = 1'b1;
  set_done = 1'b0;
  case(state)
	IDLE : if (snd) begin
		  init = 1'b1;
	 	  ld_SCLK = 1'b0;
		  nxt_state = SHIFT;
		end
	SHIFT : if (done16) begin
		  nxt_state = DONE;
		end
		else begin
		  ld_SCLK = 1'b0;
		  nxt_state = SHIFT;
		end
	 DONE : if (full) begin
		  set_done = 1'b1;
		  nxt_state = IDLE;
		end
		else begin
		  nxt_state = DONE;
		  ld_SCLK = 1'b0;
			end
	default : begin
		  nxt_state = IDLE;
		  init = 0;
 		  ld_SCLK = 1;
 		  set_done = 0;
		end
  endcase
end
always_ff @(posedge clk, negedge rst_n) begin
  if (!rst_n) begin
	SS_n <= 1'b1;
	done <= 1'b0;
	end
  else if (set_done) begin
	SS_n <= 1'b1;
	done <= 1'b1;
  	end
  else if (init) begin
	SS_n <= 1'b0;
	done <= 1'b0;
	end
end
endmodule
module slide_intf(POT_LP, POT_B1, POT_B2, POT_B3, POT_HP, VOLUME, clk, rst_n, SS_n, SCLK, MOSI, MISO);
input clk, rst_n;
input logic MISO;
output logic SS_n, SCLK, MOSI;
output reg [11:0] POT_LP, POT_B1, POT_B2, POT_B3, POT_HP, VOLUME;
logic strt_cnv, cnv_cmplt;
logic [2:0] chnnl;
logic [11:0] res;
logic EN, jump;
A2D_intf A2D(.clk(clk), .rst_n(rst_n), .strt_cnv(strt_cnv), .chnnl(chnnl), .MISO(MISO), .cnv_cmplt(cnv_cmplt), .res(res), .SS_n(SS_n), .SCLK(SCLK), .MOSI(MOSI));
always_ff @(posedge clk, negedge rst_n) begin
  if (!rst_n) begin
    chnnl <= 3'b000;
  end
  else if (EN && jump) begin
    chnnl <= 3'b111;
  end
  else if (EN) begin
    chnnl <= chnnl + 1;
  end
end
assign jump = (chnnl == 3'b100);
typedef enum reg [1:0] {STRT_CNV, CNV_CMPLT} state_t;
state_t state, nxt_state;
always_ff @(posedge clk, negedge rst_n) begin
  if (!rst_n)
    state <= STRT_CNV;
  else
    state <= nxt_state;
end
always_comb begin
nxt_state = state;
EN = 1'b0;
strt_cnv = 1'b0;
  case (state)
    default : begin
      strt_cnv = 1'b1;
      nxt_state = CNV_CMPLT;
    end
    CNV_CMPLT : begin
      if (cnv_cmplt) begin
	EN = 1'b1;
	nxt_state = STRT_CNV;
      end
    end
  endcase
end
always_ff @(posedge clk, negedge rst_n) begin
  if (~rst_n)
    POT_LP <= 12'h800;
  else if (EN && (chnnl == 3'b001)) begin
    POT_LP <= res;
  end
end
always_ff @(posedge clk, negedge rst_n) begin
  if (~rst_n)
    POT_B1 <= 12'h800;
  else if (EN && (chnnl == 3'b000)) begin
    POT_B1 <= res;
  end
end
always_ff @(posedge clk, negedge rst_n) begin
  if (~rst_n)
    POT_B2 <= 12'h800;
  else if (EN && (chnnl == 3'b100)) begin
    POT_B2 <= res;
  end
end
always_ff @(posedge clk, negedge rst_n) begin
  if (~rst_n)
    POT_B3 <= 12'h800;
  else if (EN && (chnnl == 3'b010)) begin
    POT_B3 <= res;
  end
end
always_ff @(posedge clk, negedge rst_n) begin
  if (~rst_n)
    POT_HP <= 12'h800;
  else if (EN && (chnnl == 3'b011)) begin
    POT_HP <= res;
  end
end
always_ff @(posedge clk, negedge rst_n) begin
 if (~rst_n)
    VOLUME <= 12'h800;
  else if (EN && (chnnl == 3'b111)) begin
    VOLUME <= res;
  end
end
endmodule
```
**flow/run.sh**
```bash
#!/bin/bash
# OpenROAD 26Q1-2900-gdf79404cd8, Yosys 0.63+post, stock flow scripts
make -C /OpenROAD-flow-scripts/flow DESIGN_CONFIG=/design/flow/config.mk WORK_HOME=/design/flow/orfs finish
```
**flow/config.mk**
```make
export PLATFORM = sky130hd
export DESIGN_NAME = slide_intf
export DESIGN_NICKNAME = slide_intf
export VERILOG_FILES = /design/flow/design.v
export SDC_FILE = /design/flow/constraint.sdc
export NUM_CORES = 4
export LEC_CHECK = 1
export CORE_UTILIZATION = 40
```
**flow/constraint.sdc**
```tcl
current_design slide_intf

set clk_period 3.0
set clk_io_pct 0.2

create_clock -name clk0 -period $clk_period [get_ports {clk}]

set non_clock_inputs [all_inputs -no_clocks]
set_input_delay [expr $clk_period * $clk_io_pct] -clock clk0 $non_clock_inputs
set_output_delay [expr $clk_period * $clk_io_pct] -clock clk0 [all_outputs]
```
==> git commit body <==
Update PnR metrics after Yosys + OpenROAD run

* Clk buf depth: 2
- Critical path capture point type: output port
- Clock slew at reported path FFs: 0.05 ns
- Area grow syn2layout: 33.0%
* Die Outline Area: 11900 µm²
- Routability Congestion: 0.778
- Number of DRC markers after the initial detailed-route iteration: 173
* Detailed-route via count: 2814
- TritonRoute output was used to compute an average wire per cell of 15.7 µm.
* Yosys simple share: 6.70%
- Ant. Diodes: 0
- XOR-XNOR Cells, Area Fraction: 0.763%
- Of the post-synthesis cell area, the part taken by muxes is 20.4%.
* Total CTS buffers: 17
- In this run the worst path has a maximum fanout of 2.
- Sequential cell fraction of total power: 42.4%
* Area figure in the yosys stat output: 4590 µm²
- Top logic cell family in the synthesized netlist: multiplexers
- After the flow finishes, the layout carries non-filler instances totaling 565.
- Total of buffers placed on input and output ports: 77
* Max incr delay on CP: 0.53 ns
- Final max-slew violation count: 0
* Classification of the worst-slack hold path: in2async
- Setup total negative slack on the finished layout was measured at 0 ns.
- Reported max-cap violation count: 0
- Worst relative slew slack: 53.1%
- Fraction of the yosys area taken by sequential cells: 61.9%
* Power share of the clock group: 56.6%
- The routed design shows a via density per instance of 4.98.
* Total of hold buffers inserted after clock tree synthesis: 0
- P per Cell Area: 590 nW/µm²
* Fp_density: 41.6%
- The cell-mix breakdown from Yosys lists the adder-cell area share as 2.73%.
- TritonRoute pass-1 iters: 4
- Part of the power in combinational logic: 1.0%
* Category of the most critical setup path: reg2out
- Setup repair after global routing left no endpoint under its margin.
* Final period util: 66.7%
- For this run, the number of Yosys warnings is 5.
- Post-CTS setup buffers: 0
- According to the floorplan report, the die width is 109 µm.
* Most frequently used flop master after synthesis: sky130_fd_sc_hd__dfrtp_1
- The register with the most flip-flops in the layout has 16 of them.
- In the placement report, post-DP HPWL is listed as 5840 µm.
- Yosys cell count: 323
* I/O pin count: 78
* Cell resize tally after clock tree synthesis: 0
- For this run, the final setup violation count is recorded as 0.
* Number of synthesized register bits: 113
* Most instantiated logic cell after routing: sky130_fd_sc_hd__dfrtp_1
* Synthesized area: 4590 µm²
- Global-route wire length before repair: 14400 µm
- TritonRoute reported its final design rule violation total as 0.
* Number of library cell types mapped by synthesis: 33
- Along the critical path, the tally of buffer and inverter instances is 1.
* Share of cells above drive strength 1: 29.6%
- In the final layout, the fill cell count is 904.
- Psw: 0.000716 W
- Data on the critical path is required at its endpoint by 2.40 ns.
- On the final layout, the worst clock skew is 0.0107 ns.
- Total number of clock tree sinks: 113
- The initial antenna violation count is 0.
- Internal power consumption: 0.00288 W
- The largest individual stage delay along the critical path comes from the cell sky130_fd_sc_hd__dfstp_2.
* Number of cell rows: 38
- TritonCTS built the clock tree.
- The kind of cell with the highest combined delay along the critical path is flip-flops.
- The final layout contains routed wiring with a total length of 8860 µm.
- Total global routing overflow: 0
- Share of synthesized registers carrying an async set or reset: 100%
- Complex-gate fraction of the synthesized area: 4.20%
* Clock network latency to the later pin of the worst-skew pair: 0.40 ns
* Result of the run: complete, no violations
* Peak Freq: 500 MHz
- Most numerous logic cells after layout: sky130_fd_sc_hd__dfrtp_1 (103), sky130_fd_sc_hd__clkdlybuf4s50_1 (76), sky130_fd_sc_hd__mux2_2 (54)
- Total global-route track usage over all layers is 16.3%.
* Maximum number of pins on one net before global-route repair: 52
* Number of warning messages in the logs: 30
- Remaining number of nets flagged by the antenna check after routing: 0
* Number of placed instances, taps included: 533
* Data arrival time of the worst path: 1.40 ns
- The analysis attributes to cell leakage a power of 2.90 nW.
* Shortest period the worst path allows: 2.00 ns
- Maximum vdd ir drop: 0.000304 V
- Syn Area/Cell: 14.2 µm²
* Ordered cell list for the critical path: clkdlybuf4s50_1
- At the pin with the least slew margin, the transition time is 0.701 ns.
- Per the OpenROAD floorplan log, the height of the die is 109 µm.
- Per the CTS log, the root buffer master is sky130_fd_sc_hd__clkbuf_16.
- Per the final timing report, the hold violations number 0.
* Placeable Area: 11000 µm²
- The clock tree synthesis step divided the H-tree into 4 levels.
- The synthesized design contains 0 enable-type register cells.
* Kind of start point of the critical path: flip-flop
- Synthesis handed over a netlist of 323 instances.
- The via count of the first global-routing pass was 2782.
- Switching portion of total power: 19.9%
[Yosys cell counts (all sizes together) (3+ instances only)]
library cell | count | area share, %
nand2 | 34 | 2.9
a21oi | 18 | 2.0
ha | 10 | 2.7
dfstp | 10 | 5.7
or3 | 3 | 0.41
xnor2 | 4 | 0.76
nand3 | 10 | 1.6
buf | 14 | 2.4
inv | 12 | 0.98
mux2i | 6 | 1.3
o21ai | 6 | 0.65
mux2 | 72 | 19
dfrtp | 103 | 56
[per-layer routing]
layer / GRT usage (%) / wire [µm] / up-vias
li1: - / - / 1305
met1: 26.9 / 4320 / 1426
met2: 23.8 / 4010 / 72
met3: 3.84 / 425 / 11
met4: 1.93 / 109 / 0
met5: 0 / 0 / -
[power groups by stage]
stage	clock network (W)	registers (W)	logic, W
after CTS	0.00207	0.00153	0.0000376
after global routing	0.00215	0.00153	0.0000414
final	0.00204	0.00153	0.0000349
[path summary, 6_finish.rpt]
kind                            slack [ns]     startpoint    endpoint  depth (start not counted)
worst max-delay path                   1.0     POT_B3[11]  POT_B3[11]                          1
worst min-delay path                  0.22          rst_n   POT_HP[3]                          1
worst max register to register        1.10       chnnl[0]   POT_B1[2]                          4
worst min register to register        0.47  A2D.cnv_cmplt    state[1]                          1
max in group asynchronous             1.99          rst_n    state[0]                          2
min in group clk0                     0.47  A2D.cnv_cmplt    state[1]                          1
[through the flow]
step	cell area, µm²	hold slack [ns]	utilization [%]	total power [W]	setup WS, ns
2_1_floorplan	4590	0.304	-	0.00155	1.51
3_3_place_gp	5490	0.454	49.8	0.00159	1.08
3_5_place_dp	5490	0.472	49.8	0.00159	1.08
4_1_cts	6100	0.236	55.3	0.00364	0.982
5_1_grt	6100	0.261	55.3	0.00371	0.950
6_report	6100	0.216	55.3	0.00360	0.999
[cells by family (layout without fill, tap and decap cells)]
family | count (synthesis) | in the layout
AOI/OAI and AO/OA | 33 | 33
DFF | 113 | 113
buffers and inverters | 26 | 128
adders and majority gates | 10 | 10
xor gates and xnor gates | 4 | 4
and+or+nand+nor | 59 | 59
muxes | 78 | 78
[area by class of cell]
cell class              instances  area (µm²)  share of cell area [%]
well taps                     140         175                    2.87
clock inverters                12         156                    2.56
inverters                      12        45.0                   0.738
clock buffers                  20         457                    7.48
repair buffers                 84         821                    13.4
flip-flops and latches        113        2840                    46.5
multi-input cells             184        1610                    26.4
Power and IR drop assume default switching activity.
