--- flow/run.sh ---
#!/bin/bash
# OpenROAD 26Q1-2900-gdf79404cd8, Yosys 0.63+post, stock flow scripts
make -C /OpenROAD-flow-scripts/flow DESIGN_CONFIG=/design/flow/config.mk WORK_HOME=/design/flow/orfs finish
--- flow/config.mk ---
export PLATFORM = sky130hd
export DESIGN_NAME = band_scale
export DESIGN_NICKNAME = band_scale
export VERILOG_FILES = /design/flow/design.v
export SDC_FILE = /design/flow/constraint.sdc
export NUM_CORES = 4
export LEC_CHECK = 1
export CORE_UTILIZATION = 30
--- flow/constraint.sdc ---
current_design band_scale

set clk_period 17.4
set clk_io_pct 0.2

create_clock -name clk0 -period $clk_period [get_ports {clk}]

set non_clock_inputs [all_inputs -no_clocks]
set_input_delay [expr $clk_period * $clk_io_pct] -clock clk0 $non_clock_inputs
set_output_delay [expr $clk_period * $clk_io_pct] -clock clk0 [all_outputs]
--- flow/design.v ---
module band_scale(POT, audio, scaled, rst_n, clk);
input rst_n, clk;
input [11:0]POT;
input signed [15:0]audio;
output [15:0]scaled;
logic [23:0]potSq;
logic signed [12:0]signedPot; 
logic signed [28:0]FIRscaled; 
logic flagPos, flagNeg, upperZero, upperOnes;
logic [23:0] potSq_q1;
assign potSq = POT*POT;
always_ff @(posedge clk, negedge rst_n) begin
  if (!rst_n)
    potSq_q1 <= '0;
  else
    potSq_q1 <= potSq;
end
assign signedPot = {1'b0, potSq_q1[23:12]};
assign FIRscaled = signedPot * audio;
assign upperZero = !(FIRscaled[27] && FIRscaled[26] && FIRscaled[25]);
assign upperOnes = FIRscaled[27] || FIRscaled[26] || FIRscaled[25];
assign flagNeg = (FIRscaled[28] && upperZero);
assign flagPos = (!FIRscaled[28] && upperOnes);
assign scaled = flagNeg ? 16'h8000 :
		flagPos ? 16'h7FFF : 
		FIRscaled[25:10];
endmodule
==> run summary <==
Figures from the implementation reports.

- Per the STA report, the cell with the highest stage delay on the worst path is clkdlybuf4s50_1.
- Buffers placed on the I/O ports in this run total 45.
- The wire length of the first global-routing pass reads around 38,000 µm.
- The largest registers in the layout are potSq_q1 (12).
- The endpoint kind of the worst setup timing path reads an output pin.
- Per the timing report, the achievable frequency comes out to 73.0 MHz.
- Entering global routing, the biggest net connects 17 pins.
- The critical path class reads in2out.
- CTS reports a maximum clock tree buffer depth of 2.
- The number of clock sinks is 12.
- The number of hold violations in the final report reads 0.
- Setup repair after global routing left no endpoint under its margin.
- The register containing the most flip-flops in the final layout is potSq_q1.
- The die outline area reads 37,500 µm².
- The initial antenna violation count is 3.
- The worst setup path is launched from an input port.
- The number of cells upsized or downsized after cts is 0.
- The count of hold buffers inserted by post-cts repair reads 0.
- The number of rows created at floorplan reads 69.
- The CTS buffer count is 3.
- The critical path endpoint has a required time of 13.92 ns.
- For reference, the critical path cell chain is clkdlybuf4s50_1, and2_1, inv_1, fa_1, fa_1, inv_1, fa_1, fa_1, inv_1, fa_1, inv_1, ha_1, nand2_1, or3_1, o21ai_0, o21ai_2, a21boi_0, nor4b_1, o21ai_2, a22oi_1, clkdlybuf4s50_1.
- The setup TNS is 0 ns.
- Of the cells placed in the final design, the portion with a size suffix greater than 1 is 1.71%.
- The number of flip-flops under the largest register name reads 12.
- The longest individual stage delay on the worst path is 0.69 ns.
- The kind of path behind the tightest hold check is in2async.
- The global routing usage summed across all routing layers is 12.8%.
- The largest fanout on the critical path is 15.
- The tally of filler cells in the layout reads approximately 3,600.
- The chip area estimate from yosys synthesis reads 11,000 µm².
- The core utilization at floorplan reads ~31%.
- The width of the die is 194 µm.
- The clock tree from TritonCTS reads done.
- The most frequent logic cell in the layout reads inv_1.
- The count of boundary I/O pins is 46.
- The post-route fraction of the period consumed by the critical path reads 78.7%.
- The cell count after synthesis is 1,223.
- The core area is 35,800 µm².
- The die span in y is 194 µm.
- Per the layout area report, the register area comes to 300 µm².
- The final-report max-slew violation count is 0.
- The OpenROAD warning count reads 28.
- The remaining routing DRC violations is 0.
- The total global routing overflow is 0.
- The worst slew margin relative to its limit is 56.1%.
- The final number of setup-violating endpoints is 0.
- The buffer count from post-CTS setup fixing is 0.
- The layout report lists the multi-input gate area as 9270 µm².
- The clock transition at the registers of the reported paths is 0.04 ns.
- The post-synthesis sequential area ratio reads under 10%.
- The synthesis-to-layout area growth is 8.60%.
- Summed over all layers, the routed wires come to 21,000 µm.
- The script logs the mean routed wire length per placed instance as approximately 12 µm.
- Detailed routing inserted a total of 7,281 vias.
- The run finished with clean final reports.
- Per the synth log, the flip-flop and latch total comes to 12.
- The critical path arrival reads just over 10 ns.
- The buffers plus inverters on the worst setup path is 6.
- The remaining antenna violation count is 0.
- In the layout the commonest cells are inv_1 (338), fa_1 (254), and2_1 (137), nand2_1 (132), ha_1 (119).
- The library cell appearing most often on the critical path reads fa_1.
- The final critical-path required period reads between 10 and 15 ns.
- The number of maximum-capacitance violations is 0.
- The average cell area after synthesis reads 9.00 µm².
- In the Yosys report the total cell count is about 1,200.
- The number of levels the H-tree was split into reads 1.
- The HPWL after detailed placement is between 15,000 and 20,000 µm.
- The script logs the ratio of routed vias to standard cells as 4.30.
- The count of cells in the finished layout, fillers not included, comes to 1,692.
- The number of global-route vias before repair is 7,810.
- The first-pass iteration count of the detailed router reads 6.
- The post-synthesis cell type count is around 47.
- The cell area after technology mapping is roughly 11,000 µm².
- Routability-driven placement finished with a final weighted congestion of approximately 0.87.
- The total of warnings raised by yosys is 1.
- The root buffer cell is clkbuf_16.
- The transition time of the tightest slew-check pin is approximately 0.66 ns.
- In this design, the largest share of critical-path delay is due to adder cells.
- In this run, the number of DRC markers left after iteration 0 of detailed routing was 201.
- The post-placement cell count reads 1,688.
==> through the flow <==
step,worst slack [ns],cell area (µm²),utilization (%),hold WS (ns)
2_1_floorplan,5.03,11000,-,3.18
3_3_place_gp,3.80,11900,33.1,3.85
3_5_place_dp,3.64,11900,33.1,3.85
4_1_cts,3.64,11900,33.4,3.61
5_1_grt,3.19,11900,33.4,3.64
6_report,3.70,12000,33.4,3.59
==> cell type report <==
| type | count | share of cell area [%] |
|---|---|---|
| Antenna cell | 1 | 0.0209 |
| Clock buffer | 3 | 0.628 |
| Inverter | 338 | 10.6 |
| Multi-Input combinational cell | 831 | 77.6 |
| Sequential cell | 12 | 2.51 |
| Tap cell | 461 | 4.83 |
| Timing Repair Buffer | 46 | 3.83 |
==> metal layers <==
layer | GRT usage, % | routed length (µm)
met1 | 18.9 | 10100
met4 | 0.889 | 132
met3 | 3.63 | 1360
met2 | 20.2 | 9410
met5 | 0 | 22
==> final timing paths <==
check / start / endpoint / slack, ns / cells after the start
setup / recovery: audio[15] / scaled[9] / 3.70 / 21
hold / removal: rst_n / potSq_q1[12]$_DFF_PN0_ / 3.59 / 1
max in group asynchronous: rst_n / potSq_q1[22]$_DFF_PN0_ / 13.48 / 1
min in group clk0: POT[11] / potSq_q1[23]$_DFF_PN0_ / 4.21 / 3
==> synth_stat cells, drive strengths merged <==
cell type,n,share of area (%)
inv,338,12
fa,254,46
and2,137,7.8
nand2,132,4.5
ha,119,14
clkbuf,40,1.4
a21oi,27,1.3
xnor2,26,2.1
nor2,25,0.85
a22oi,16,1.1
xor2,14,1.1
o21ai,13,0.73
dfrtp,12,2.7
a21o,8,0.55
nand3,6,0.36
nor2b,6,0.34
o21a,6,0.41
and3,5,0.28
nand4,4,0.23
a2111oi,3,0.64
nand2b,3,0.17
or2,3,0.17
a211oi,2,0.14
a21boi,2,0.14
a31oi,2,0.11
buf,2,0.15
nor4b,2,0.16
o211ai,2,0.18
or3,2,0.11
a2111o,1,0.10
a21bo,1,0.091
a221o,1,0.091
a311oi,1,0.080
and4,1,0.080
mux2,1,0.10
nor3,1,0.045
o2111a,1,0.10
o2111ai,1,0.080
o211a,1,0.091
o21bai,1,0.17
or4,1,0.068
==> kinds of logic after synthesis <==
kind of cell	Yosys count	synth area share (%)
xor gates and xnor gates	40	3.18
DFF	12	2.73
AOI/OAI and AO/OA	89	6.05
buffers and inverters	380	13.0
muxes	1	0.102
adders and majority gates	373	59.7
and+or+nand+nor	328	15.2
